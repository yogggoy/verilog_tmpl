`flow/config.mk`:
```
export PLATFORM = sky130hd
export DESIGN_NAME = spi_slave
export DESIGN_NICKNAME = spi_slave
export VERILOG_FILES = /design/flow/design.v
export SDC_FILE = /design/flow/constraint.sdc
export NUM_CORES = 4
export LEC_CHECK = 1
export CORE_UTILIZATION = 30
```
`flow/constraint.sdc`:
```
current_design spi_slave

set clk_period 2.9
set clk_io_pct 0.2

create_clock -name clk0 -period $clk_period [get_ports {clk}]

set non_clock_inputs [all_inputs -no_clocks]
set_input_delay [expr $clk_period * $clk_io_pct] -clock clk0 $non_clock_inputs
set_output_delay [expr $clk_period * $clk_io_pct] -clock clk0 [all_outputs]
```
`flow/design.v`:
```
`timescale 1ns / 1ps
module spi_slave (
	input wire spi_clk,
	input wire spi_mosi,
	output reg spi_miso = 1,
	input wire spi_str,
	output reg [15:0] d_rx = 16'hFEA2,		 
	input wire [15:0] d_tx,				 
	output wire ready,
	input wire reset,
	input wire clk
);
reg [15:0] Temp_RX = 16'h8912 ;		 
reg [15:0] Temp_TX = 16'h5678 ;		 
reg [3:0] i = 4'hf;
reg clk_1MHz = 0;
reg str_latch = 0;
reg flag_ready;
reg prev_posdg;
wire back_edge;
wire front_edge;
always @(posedge clk) begin		 
	clk_1MHz <= spi_clk ;
	str_latch <= spi_str;
	prev_posdg <= clk_1MHz;
	flag_ready <= str_latch;
end
assign back_edge = prev_posdg & ~clk_1MHz;
assign front_edge = ~prev_posdg & clk_1MHz;
assign ready = ~flag_ready & str_latch;
	always @(negedge clk) begin
		if (reset) begin
			i <= 4'hF;
			spi_miso <= 1 ;
			Temp_RX <= 16'h0123 ;
			Temp_TX <= 16'h4567 ;
		end
		else begin
			if (front_edge == 1)
				Temp_RX[0] <= spi_mosi ;
			if ((back_edge == 1) && (i != 0 ) )
				Temp_RX <= Temp_RX << 1 ;
				d_rx <= Temp_RX;
			Temp_TX <= d_tx ;	 
			if (str_latch == 1)
				i <= 4'hF ;
			else begin
				if (i==4'hF)
					spi_miso <= Temp_TX[15] ;
				else
					spi_miso <= Temp_TX[i] ;
				if (back_edge == 1)
					i <= i-1'b1 ;
			end
		end
	end
endmodule
```
`flow/run.sh`:
```
#!/bin/bash
# OpenROAD 26Q1-2900-gdf79404cd8, Yosys 0.63+post, stock flow scripts
make -C /OpenROAD-flow-scripts/flow DESIGN_CONFIG=/design/flow/config.mk WORK_HOME=/design/flow/orfs finish
```
==> flow_metrics.py <==
# Synthesis and PnR figures
metrics = {
    "floorplan": {
        "core_area_mm2": 0.00635,
        "fp.dieArea_mm2": 0.00693,
        "initial_core_util_pct": 31.2,
        "row_count": 29,
        "fp.dieW_um": 83.2,
        "die_y_um": 83.2,
        "ios": 39,
    },
    "min_path": {
        "holdPathStages": 0,
        "hold_path_class": "reg2reg",
    },
    "routing": {
        "viasPerCell": 4.05,
        "wirelength_mm": 3.18,
        "route.vias.total": 1435,
        "final_antenna_net_count": 0,
        "drt_iter0_drc": 95,
        "n_antenna_cell": 0,
        "dr.pass1.iters": 4,
        "drc": 0,
        "wl_per_cell_um": 8.99,
    },
    "timing": {
        "hold_viol": 0,
        "fin_ws_ps": -3.31,
        "finalSetupViolations": 1,
        "tightestPinTransition_ps": 597,
        "maxSlewViolCount": 0,
        "clock_skew_ps": 45.3,
        "fin_tns_setup_ps": -3.31,
        "hold_slack_ps": 384,
        "relSlewSlack_pct": 60.2,
        "rsz0062_at_grt": "true",
    },
    "job": {
        "drv_cap": 0,
        "tool_warnings": 81,
    },
    "place": {
        "hpwl_mm": 2.10,
        "portBuffers": 38,
        "placed_area_mm2": 0.00244,
        "place_congestion": 0.785,
        "place_ws_ps": -269,
    },
    "clock_network": {
        "htree_levels": 3,
        "clkLatencyLatePin_ps": 370,
        "clockRootBuffer": "clkbuf_8",
        "cts_tree": "built",
        "path_clk_slew_ps": 70,
        "postCtsHoldBufs": 0,
        "cts_buffer_depth": 2,
        "clock-sinks": 57,
        "cts_buffers": 9,
    },
    "outcome": {
        "status": "finished, violations left",
        "violations": "negative setup slack",
    },
    "setup_path": {
        "critPathSlowestCell": "edfxtp_1",
        "crit_family": "flip-flops",
        "reg2reg_slack_ps": 270,
        "crit_cells": 1,
        "slowest_delay_ps": 380,
        "critPathLaunchType": "register",
        "worstPathArrival_ps": 2320,
        "cp_num_buf_inv": 1,
        "worstPathRequired_ps": 2320,
        "r2r_cells": 4,
        "crit_fanout": 1,
        "criticalPathCategory": "reg2out",
        "crit_chain": "buf_2",
        "cp-end-kind": "primary output",
    },
    "grt": {
        "grt_overflow_total": 0,
        "track_usage_pct": 10.3,
        "grt_max_degree": 17,
        "first_global_vias": 1488,
        "grt_antenna_before_repair": 0,
        "grt_pass1_wl_mm": 5.64,
    },
    "yosys": {
        "synth-seq-area-share_pct": 65.7,
        "synth_flops": 57,
        "ys_cells": 173,
        "top_area_cell": "dfxtp_1",
        "syn_inst": 173,
        "syn_area_per_cell_um2": 11.4,
        "syn_area_mm2": 0.00198,
        "synth_warnings": 1,
        "edf_count": 16,
        "ff_type": "dfxtp_1",
        "synthArstFlopShare_pct": 0,
        "ys_chip_area_mm2": 0.00198,
        "netlist_top_cells_count": "41 x dfxtp_1, 37 x nand2_1, 16 x edfxtp_1",
        "yosys.area.top_type_share_pct": 41.5,
        "yosysMostFrequentCell": "dfxtp_1",
        "synth_cell_types": 29,
        "synthTopCellsByArea": "dfxtp_1 41%, edfxtp_1 24%, nand2_1 7.0%",
    },
    "finish": {
        "drive_gt1_share_pct": 19.5,
        "final_util_pct": 43.2,
        "final_area_mm2": 0.00274,
        "syn2layout_area_growth_pct": 38.5,
    },
    "pwr": {
        "irDropWorstVdd_mv": 0.291,
        "leakage_uw": 0.00132,
        "p_per_area_mw_per_mm2": 707,
    },
}
[flip-flops by register name, indices dropped and copies added, names as in the netlist]
signal and flops:
flag_ready 1, prev_posdg 1, Temp_TX 16, clk_1MHz 1, i 4, Temp_RX 16, str_latch 1, spi_miso 1
d_rx 16
[layout by cell type, fill, tap and decap left out, drive strengths merged]
master	synthesis	routed
inv	7	62
dfxtp	41	41
nand2	37	37
clkdlybuf4s50	0	21
buf	5	21
edfxtp	16	16
a21oi	14	14
clkbuf	2	10
nor2b	9	9
or2	8	8
nor2	5	5
o21ai	5	5
nand3	3	3
mux2i	3	3
o211ai	3	3
and2b	2	2
xnor2	2	2
mux4	2	2
ha	2	2
clkinv	0	2
nand2b	1	1
o21a	1	1
a31oi	1	1
a22o	1	1
o311ai	1	1
a311oi	1	1
and3	1	1
clkinvlp	0	1
bufinv	0	1
[where the power goes]
part / switching, µW / total (µW) / internal (µW)
Combinational: 35.8 / 95.4 / 59.6
Sequential: 17.0 / 879 / 862
Clock: 473 / 964 / 491
[through the flow]
| step | cells | total power, µW |
|---|---|---|
| final | 354 | 1940 |
| after global routing | 354 | 2110 |
| after CTS | 354 | 1980 |
| after detailed placement | 286 | 1110 |
| after global placement | 286 | 1110 |
| after floorplan | 173 | 1050 |
[path summary, 6_finish.rpt]
kind,start,end
worst max-delay path,d_rx[0]$_DFFE_NN_,d_rx[0]
worst min-delay path,clk_1MHz$_DFF_P_,prev_posdg$_DFF_P_
worst max register to register,clk_1MHz$_DFF_P_,Temp_RX[2]$_SDFFE_NP0P_
worst min register to register,clk_1MHz$_DFF_P_,prev_posdg$_DFF_P_
[cells by family (layout without fill, tap and decap cells)]
kind of cell | after synthesis | after routing | share of synthesized area, %
adder cells (fa/ha/maj) | 2 | 2 | 1.26
multiplexers | 5 | 5 | 3.79
XOR/XNOR | 2 | 2 | 0.885
buffers and inverters | 14 | 118 | 4.17
AND-OR/OR-AND | 27 | 27 | 8.53
AND/OR/NAND/NOR | 66 | 66 | 15.6
flip-flops | 57 | 57 | 65.7
[layer usage]
| metal | global-route usage (%) | wire length [µm] | vias to the layer above |
|---|---|---|---|
| li1 | - | - | 779 |
| met1 | 12.6 | 1460 | 625 |
| met5 | 0 | 0 | - |
| met2 | 14.8 | 1500 | 26 |
| met4 | 4.23 | 45 | 0 |
| met3 | 6.56 | 175 | 5 |
[area by class of cell]
class,instances,area (µm²)
repair buffers,43,333
fillers,603,3610
flip-flops and latches,57,1300
inverters,6,22.5
multi-input cells,102,596
clock buffers,9,124
clock inverters,60,268
well taps,77,96.3
[timing repair]
action,4_1_cts,5_1_grt
setup endpoints to repair,17,17
pin swaps,0,0
setup buffers,0,0
hold endpoints to repair,0,0
resized,51,1
Power figures rest on the tool's default switching activity, not on a simulated workload.

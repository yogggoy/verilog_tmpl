==> ./design.v <==
module usart_tx(
	input wire clk,
	input wire reset,
	output reg txd = 1,
	input wire [7:0] tx_dat,
	output reg is_trns = 0,
	input wire start
);
parameter [2:0] WAIT_START	= 0 ;
parameter [2:0] TRANSMIT	= 1 ;
parameter [2:0] STOP_BIT	= 2 ;
reg [7:0] tx_reg = 0 ;
reg [2:0] i = 0 ;
reg [2:0] sm = 0 ;
always @(negedge clk) begin
	if (reset) begin
		txd 	<= 1 ;
		tx_reg 	<= 0 ;
		i 		<= 0 ;
		is_trns <= 0 ;
		sm 		<= 0 ;
	end
	else begin
		case (sm)
			WAIT_START : begin
				if (start) begin
					txd <= 0 ;
					tx_reg <= tx_dat ;
					is_trns <= 1 ;
					sm <= TRANSMIT ;
				end
				else begin
					is_trns <= 0 ;
					txd <= 1 ;
				end
			end
			TRANSMIT : begin
				if (i == 3'b111) begin
					txd <= tx_reg[i] ;
					i <= 0 ;
					sm <= STOP_BIT ;
				end
				else begin
					txd <= tx_reg[i] ;
					i <= i + 1 ;
				end
			end
			STOP_BIT : begin
				txd <= 1 ;
				sm <= WAIT_START ;
			end
			default : begin
				sm <= WAIT_START ;
			end
		endcase
	end
end
endmodule
==> ./run.sh <==
#!/bin/bash
# OpenROAD 26Q1-2900-gdf79404cd8, Yosys 0.63+post, stock flow scripts
make -C /OpenROAD-flow-scripts/flow DESIGN_CONFIG=/design/flow/config.mk WORK_HOME=/design/flow/orfs finish
==> ./config.mk <==
export PLATFORM = sky130hd
export DESIGN_NAME = usart_tx
export DESIGN_NICKNAME = usart_tx
export VERILOG_FILES = /design/flow/design.v
export SDC_FILE = /design/flow/constraint.sdc
export NUM_CORES = 4
export LEC_CHECK = 1
export CORE_AREA = 10 10 72 72
export DIE_AREA = 0 0 82 82
==> ./constraint.sdc <==
current_design usart_tx

set clk_period 1.9
set clk_io_pct 0.2

create_clock -name clk0 -period $clk_period [get_ports {clk}]

set non_clock_inputs [all_inputs -no_clocks]
set_input_delay [expr $clk_period * $clk_io_pct] -clock clk0 $non_clock_inputs
set_output_delay [expr $clk_period * $clk_io_pct] -clock clk0 [all_outputs]
==> metrics.cfg <==
[sta]
grt_setup_unrepaired=yes
finalWorstSetupSlack_ns=-0.1487
skew_ns=0.007300
relSlewSlack=0.7055
worstMarginPinSlew_ns=0.4417
hold_violations=0
setup_violations=2
slew_viol_final=0

[synth]
ys_seq_elements=15
avgSynthCellArea_um2=8.917
synth_area_um2=775.7
ys_warn_count=1
ys_chip_area_um2=775.7
syn_inst=87
ys_types=18
ys_seq_frac=0.3871
yosys_cells=87

[placed_design]
dp_hpwl_um=1240
io_buffer_count=12
postPlaceCellArea_um2=991.0
place_inst=147
gp_congestion=0.7574
post-place-ws_ns=-0.6453

[power_and_ir_drop]
p_clk_frac=0.273
power_frac_seq=0.341
peakVddDrop_uv=419.3
sw_frac_of_total=0.3826
p_leak_nw=0.4696
p_per_area_nw_per_um2=1245
p_sw_w=0.0005178
power.internal_w=0.0008356
combPwrFrac=0.385

[global_routing]
grt_max_degree=16
grt_usage=0.05782
overflow=0
grt_pass1_wl_um=3139
grt_antenna_before_repair=0
grt_pass1_vias=755

[final_layout]
lay_top_count=inv_1
stdcell_count=165
mostFrequentLayoutCells=20 x inv_1, 13 x dfxtp_1, 11 x a21oi_1, 10 x nand3_1
synthToLayoutAreaGrowth_pct=40.16
drive_gt1_frac=0.1795
largest_reg_flops=8
final_design_area_no_fill_um2=1087

[routing]
drcViolationCount=0
postRouteAntennaNets=0
wl_um=1737
drtPass1Iterations=4
vias=699
drt-wirelength-per-cell_um=10.53
drt_iter0_drc=38
antennaDiodeCount=0
viasPerCell=4.236

[floorplanning]
die-area_um2=6724
io_pins=13
die_w_um=82
fp_util=0.2103
die_h_um=82
core_area_um2=3689
rows=22

[worst_setup_path]
crit_path_start_kind=register
worstReg2RegEnd=txd$_SDFFE_NP1P_
cp.buffers_inverters=1
endpoint_kind=primary output
crit_fanout=2
arrival_ns=1.67
path_cells=buf_2
r2r_slack_ns=0.31
setup.worst_path.start=is_trns$_SDFFE_NP0N_
path_depth=1
slowest_delay_ns=0.30
endpoint=is_trns
r2r-start=sm[0]$_SDFFE_NP0P_
crit_slowest_cell=dfxtp_2
worst_ep_required_time_ns=1.52
path_class=register to primary output
r2r_cells=5
crit_family=flip-flops

[run]
warnings=48
max-cap-violations=0

[outcome]
status=complete, but fails checks
violations=setup timing

[cts]
cts_made_buffers=3
cts_max_level=1
cts_tree=built
cts_max_path_buffers=2
clock_latency_ns=0.32
clk_pin_slew_ns=0.03
cts_num_sinks=15
cts_root_buffer=clkbuf_8

[worst_hold_path]
hold_path_class=register to register
hold_depth=2

## worst min path at each step
stage	from	endpoint	slack [ns]
finish	tx_reg[3]$_SDFFE_NP0P_	tx_reg[3]$_SDFFE_NP0P_	0.46
CTS	tx_reg[3]$_SDFFE_NP0P_	tx_reg[3]$_SDFFE_NP0P_	0.45
global route	is_trns$_SDFFE_NP0N_	is_trns$_SDFFE_NP0N_	0.48
## final cells by class
type                            count  area, um2
Fill cell                         392       2601
Multi-Input combinational cell     64      475.5
Sequential cell                    15      302.8
Timing Repair Buffer               15      132.6
Clock inverter                     16      60.06
Tap cell                           48      60.06
Clock buffer                        3      41.29
Inverter                            4      15.01
## kinds of logic after synthesis
| group | Yosys count | share of synthesized area |
|---|---|---|
| flops | 15 | 0.3871 |
| mux | 6 | 0.09355 |
| buf+inv | 8 | 0.03871 |
| simple gates | 32 | 0.2064 |
| compound gates | 18 | 0.1452 |
| fa+ha+maj | 8 | 0.1290 |
## synthesized netlist by cell type
cell,number,area share
dfxtp_1,15,0.39
a21oi_1,13,0.084
nand3_1,10,0.065
nand2_1,9,0.044
ha_1,8,0.13
inv_1,5,0.024
mux2i_1,5,0.065
nand2b_1,4,0.032
nor2_1,4,0.019
clkbuf_1,3,0.015
nor2b_1,3,0.024
o21ai_0,2,0.013
a2111oi_2,1,0.019
a211oi_2,1,0.016
a221o_1,1,0.013
mux4_2,1,0.029
or3b_1,1,0.011
or3b_2,1,0.011
## per-stage QoR
step | util | hold WS [ns] | power, W | TNS, ns
final | 0.2948 | 0.4562 | 0.001353 | -0.2902
after global routing | 0.2948 | 0.4816 | 0.001515 | -0.3707
after CTS | 0.2931 | 0.4548 | 0.001373 | -0.4108
after detailed placement | 0.2687 | 0.4479 | 0.001045 | -7.940
after global placement | 0.2687 | 0.4453 | 0.001025 | -7.555
after floorplan | - | 0.4271 | 0.0008854 | -0.1711
## power by group through the flow
stage	Combinational (W)	Clock [W]	Sequential [W]
6_report	0.000521	0.000370	0.000462
5_1_grt	0.000587	0.000452	0.000476
4_1_cts	0.000520	0.000390	0.000464
## what timing repair did
item | CTS | global route
gates resized | 14 | 5
pin swaps | 4 | 5
setup endpoints to repair | 17 | 13
hold buffers | 0 | 0
buffers inserted | 0 | 0
## layer usage
| metal | vias to the layer above | global-route usage | wire (um) |
|---|---|---|---|
| li1 | 361 | - | - |
| met1 | 325 | 0.07243 | 857 |
| met2 | 11 | 0.07915 | 732 |
| met3 | 2 | 0.03524 | 136 |
| met4 | 0 | 0.02211 | 11 |
| met5 | - | 0 | 0 |
Power and IR drop assume default switching activity.

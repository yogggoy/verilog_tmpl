==> flow/design.v <==
`timescale 1 ns / 1 ps
module spi_master (
	output wire spi_clk,
	output reg spi_mosi,
	output reg spi_str = 0,
	input wire spi_miso,
	output wire [15:0] dout,
	input wire [15:0] data,
	input wire start,
	output reg ready = 0,
	input wire reset,
	input wire clk
);
parameter [4:0] P_LEN = 5'h0F ;  
parameter [3:0] SPEED_DIV = 4'hC ;	 
parameter [2:0] WAIT = 0;
parameter [2:0] TX_RX = 1;
parameter [2:0] STROB_SET = 2;
reg [14:0] Temp_OUT;
reg [15:0] Temp_IN;
reg [4:0] i = P_LEN;
reg [3:0] count_clk1 = SPEED_DIV;
reg clk_1MHz = 0;
reg clk_rst = 0;
reg flag_exeq = 0;
reg [2:0] st_mach = WAIT;
reg prev_posdg;
wire back_edge;
wire front_edge;
always @(posedge clk)		 
	prev_posdg <= clk_1MHz;
assign back_edge = prev_posdg & ~clk_1MHz;	 
assign front_edge = ~prev_posdg & clk_1MHz;	 
assign dout = Temp_IN;			 
assign spi_clk = (flag_exeq) ?  clk_1MHz : 1'b0 ;	 
	always @(posedge clk) begin		 
		if (clk_rst || reset) begin	 
			count_clk1 <= SPEED_DIV;
			clk_1MHz <= 0;	 
		end
		else begin					 
			if ( !count_clk1 ) begin
				count_clk1 <= SPEED_DIV ;
				clk_1MHz <= ~clk_1MHz ;
			end
			else
				count_clk1 <= count_clk1 - 1;	 
		end
	end
	always @(negedge clk) begin
		if (reset) begin		 
			spi_mosi <= 0;
			spi_str  <= 0;
			Temp_OUT <= 0;
			flag_exeq <= 0;
			ready <= 0;
			i <= P_LEN;
			st_mach <= WAIT;
		end
		else begin
			case (st_mach)
			WAIT : begin	 
				clk_rst <= 1;
				if (start) begin
					Temp_OUT <= data[14:0];   
					flag_exeq <= 1'b1;		 
					spi_mosi <= data[15];	 
					spi_str <= 0;
					i <= P_LEN;    
					clk_rst <= 0;
					st_mach <= TX_RX;
				end
			end
			TX_RX : begin		 
				if (back_edge) begin		 
					if (i) begin  
						Temp_OUT <= Temp_OUT << 1;
						spi_mosi <= Temp_OUT[14];
						i <= i-1;
					end
					else begin	 
						flag_exeq <= 1'b0;		 
						i <= P_LEN;
						spi_mosi <= 1'b0;
						st_mach <= STROB_SET;
					end
				end
			end
			STROB_SET : begin	 
				ready <= front_edge;
				if (front_edge)		 
					spi_str <= 1;
				else if (back_edge) begin	 
					spi_str <= 0;
					st_mach <= WAIT;
				end
			end
			default : begin		 
				spi_str  <= 0;
				st_mach <= WAIT;
			end
			endcase
		end
	end
	always @(posedge clk)	 
		if (reset)
			Temp_IN <= 16'b0;
		else
			if ( flag_exeq & front_edge )
				Temp_IN[i] <= spi_miso;
endmodule
==> flow/run.sh <==
#!/bin/bash
# OpenROAD 26Q1-2900-gdf79404cd8, Yosys 0.63+post, stock flow scripts
make -C /OpenROAD-flow-scripts/flow DESIGN_CONFIG=/design/flow/config.mk WORK_HOME=/design/flow/orfs finish
==> flow/config.mk <==
export PLATFORM = sky130hd
export DESIGN_NAME = spi_master
export DESIGN_NICKNAME = spi_master
export VERILOG_FILES = /design/flow/design.v
export SDC_FILE = /design/flow/constraint.sdc
export NUM_CORES = 4
export LEC_CHECK = 1
export CORE_UTILIZATION = 50
==> flow/constraint.sdc <==
current_design spi_master

set clk_period 3.7
set clk_io_pct 0.2

create_clock -name clk0 -period $clk_period [get_ports {clk}]

set non_clock_inputs [all_inputs -no_clocks]
set_input_delay [expr $clk_period * $clk_io_pct] -clock clk0 $non_clock_inputs
set_output_delay [expr $clk_period * $clk_io_pct] -clock clk0 [all_outputs]
==> out/results.tsv <==
metric	value	unit
Area Overhead vs Synth	37.4	%
Hold Vio Cnt, Final	0	
IO Port Bufs	39	
Fin Clk Skew	0.0650	ns
Setup TNS Final	0	ns
Final setup viols	0	
Seq pwr share	46.7	%
FP Rows	24	
Worst Setup End Kind	primary output	
Tot GR Track Use	21.5	%
Clock Power Share	41.6	%
Post-synth ARST share	0	%
MaxCap Viol Count	0	
Logic pwr share	11.6	%
Final ANT Viol Nets	0	
Synth flops	49	
layout cell share with drive strength beyond 1	16.5	%
largest area contributor in the netlist	dfxtp_1	
Sink Count	49	
number of global-route vias before repair	1820	
Max Slew Vio Count	0	
status	complete, no violations	
core area	4440	um^2
switching power	336	uW
Yosys Chip Area	2340	um^2
DRC	0	
DRT Wirelength	4870	um
Final HPWL DP	3350	um
initial drt markers	85	
design area	3220	um^2
clk buf depth	2	
Root Buffer	clkbuf_8	
worst-margin pin slew	0.469	ns
met1 Track Usage GR	33.4	%
vias per inst	5.33	
Vert. Die Dim	70.5	um
Basic Gates by Area	19.3	%
Mapped Avg Cell Area	9.34	um^2
switching share of power	27.7	%
Multiplexer share	10.3	%
Yosys Instances	251	
1st-pass router iterations	21	
Die Span X	70.5	um
Adder Share, Synth	3.74	%
Ant. Diodes	0	
crit path DAT	2.88	ns
Power Total	1.21	mW
pin count of the biggest net entering global routing	30	
Placed Area	2930	um^2
antenna violations before repair	0	
first-pass GRT wire length	8280	um
mapped cell area	2340	um^2
met3 Use GR	4.09	%
Cell Type Count	42	
CP startpoint kind	register	
area share, top type	41.0	%
Max VDD drop	0.250	mV
comb area leader	simple AND/OR/NAND/NOR gates	
most utilized layer in the global route result	met2	
top cells by area	dfxtp_1, mux2i_1, a211oi_1, ha_1, nor2_1	
top_reg_cell synth	dfxtp_1	
CTS clk-pin slew, worst paths	0.09	ns
HP Start	count_clk1[0]$_SDFF_PP0_	
H-Tree Depth	2	
leakage power	1.36	nW
Num CTS Buffers	5	
IO Count	40	
Log Warnings	57	
Synth Seq Share	42.3	%
Core Util at FP	52.7	%
number of enable flip-flop cells	1	
clock latency (worst-skew pair)	0.37	ns
XOR Share, Synth	4.38	%
grt total ovfl	0	
GRT met2 Usage	33.5	%
die area	4960	um^2
Yosys warnings	1	
via count	2059	
Synth Instances	251	
total internal power	877	uW
r2r startpoint	i[1]$_SDFFE_NP1P_	
GP Congestion	0.827	
aoi share	13.6	%
worst hold slack	0.445	ns
Slew HR	68.4	%
RSZ-0062 raised after global routing	yes	
crit-path max FO	2	
Crit. Startpoint	flag_exeq$_SDFFE_NP0P_	
Cell Pwr Density	377	nW/um^2
hold crit path type	register to register	
FILL cells	357	
crit path kind	register to primary output	
DR WL/cell	12.6	um
crit path DRT	2.96	ns
CTS tree	built	
[worst paths after layout]
| path | to | slack (ns) | cells after the start |
|---|---|---|---|
| worst min-delay path | count_clk1[0]$_SDFF_PP0_ | 0.44 | 1 |
| worst max-delay path | spi_clk | 0.08 | 2 |
| worst min register to register | count_clk1[0]$_SDFF_PP0_ | 0.44 | 1 |
| worst max register to register | Temp_IN[8]$_SDFFE_PP0P_ | 0.11 | 8 |
[flip-flops by register name, summed over array words and instances (netlist names)]
signal,count
clk_1MHz,1
Temp_OUT,15
st_mach,2
clk_rst,1
spi_str,1
Temp_IN,16
flag_exeq,1
count_clk1,4
i,5
prev_posdg,1
ready,1
spi_mosi,1
[area by class of cell]
| cell class | count | area (um^2) | share of cell area [%] |
|---|---|---|---|
| Sequential cell | 49 | 998 | 31.0 |
| Multi-Input combinational cell | 168 | 1260 | 39.2 |
| Clock buffer | 6 | 93.8 | 2.91 |
| Timing Repair Buffer | 64 | 603 | 18.7 |
| Clock inverter | 29 | 128 | 3.96 |
| Tap cell | 52 | 65.1 | 2.02 |
| Inverter | 18 | 70.1 | 2.18 |
[critical path, stage by stage (launching register included)]
cell,delay (ns)
dfxtp_2,0.30
and2_1,0.14
dlygate4sd2_1,0.23
[placed cells by master, fill, tap and decap left out, types with 2 or more instances in the layout]
cell type / n
nand2b_1: 12
nor3b_1: 5
clkbuf_8: 5
dfxtp_2: 6
nand2_1: 10
nor3_1: 6
o21ai_0: 7
inv_1: 43
o21ai_1: 3
a311o_1: 8
a21oi_1: 5
buf_4: 23
dlygate4sd2_1: 4
nand3b_1: 3
ha_4: 2
nor2_1: 23
clkdlybuf4s50_1: 35
xnor2_1: 7
mux2i_1: 23
clkbuf_16: 2
ha_1: 5
nand3_1: 10
or3_1: 2
a211oi_1: 15
dfxtp_1: 42
[Yosys cell counts (all sizes together) (2+ instances only)]
cell type	count
a211oi	15
a21oi	6
a311o	8
buf	9
clkbuf	6
dfxtp	48
ha	7
inv	19
mux2i	23
nand2	10
nand2b	12
nand3	11
nand3b	3
nor2	24
nor2b	2
nor3	7
nor3b	6
o21ai	11
or3	2
xnor2	8
xor2	2
[per-stage QoR]
step                instances  util [%]  worst slack (ns)
floorplan                 251         -            0.0530
global placement          349      66.0            -0.225
detailed placement        349      66.0            -0.273
CTS                       385      71.5            0.0386
global route              386      72.4           -0.0247
finish                    386      72.4            0.0845
[per-layer routing]
layer  share of wire [%]  wire (um)
met2                  47       2290
met5                   0          0
met3                 4.6        225
met4                0.29         14
met1                  48       2330
[power groups by stage]
| stage | Sequential, mW | Clock [mW] | Combinational [mW] |
|---|---|---|---|
| global route | 0.569 | 0.564 | 0.157 |
| CTS | 0.566 | 0.520 | 0.135 |
| finish | 0.567 | 0.505 | 0.141 |
[cells by family (layout without fill, tap and decap cells)]
family,count (synthesis),count (layout)
compound gates,44,44
flops,49,49
mux,24,24
simple gates,83,83
fa+ha+maj,7,7
buf+inv,34,117
xor+xnor,10,10
[repair_timing]
action                                  4_1_cts  5_1_grt
gates cloned                                  0        1
pin swaps                                     2        2
hold buffers                                  0        0
setup buffers                                 2        1
endpoints found under the hold margin         0        0
resized                                      10        3
endpoints found under the setup margin        8       12
Power figures rest on the tool's default switching activity, not on a simulated workload.
